`/design/flow/design.v`:
```
module Counter(
	clk,
	reset,
	data,
	increment);
	parameter WIDTH = 8;
	parameter RESET_VAL = 0;
	input clk;
	input reset;
	input increment;
	output reg [WIDTH-1:0] data;
	always@(posedge clk) begin
		if(reset) begin
			data <= RESET_VAL;
		end
		else if(increment) begin
			data <= data + 1;
		end
		else begin
			data <= data;
		end
	end
endmodule
```
`/design/flow/run.sh`:
```
#!/bin/bash
# OpenROAD 26Q1-2900-gdf79404cd8, Yosys 0.63+post, stock flow scripts
make -C /OpenROAD-flow-scripts/flow DESIGN_CONFIG=/design/flow/config.mk WORK_HOME=/design/flow/orfs finish
```
`/design/flow/config.mk`:
```
export PLATFORM = sky130hd
export DESIGN_NAME = Counter
export DESIGN_NICKNAME = Counter
export VERILOG_FILES = /design/flow/design.v
export SDC_FILE = /design/flow/constraint.sdc
export NUM_CORES = 4
export LEC_CHECK = 1
export CORE_AREA = 10 10 70 70
export DIE_AREA = 0 0 80 80
```
`/design/flow/constraint.sdc`:
```
current_design Counter

set clk_period 1.9
set clk_io_pct 0.2

create_clock -name clk0 -period $clk_period [get_ports {clk}]

set non_clock_inputs [all_inputs -no_clocks]
set_input_delay [expr $clk_period * $clk_io_pct] -clock clk0 $non_clock_inputs
set_output_delay [expr $clk_period * $clk_io_pct] -clock clk0 [all_outputs]
```
==> flow_metrics.env <==
# yosys + openroad results
export IMPL_post_synth_top_count_cell="dfxtp_1"
export IMPL_grt_max_degree=9
export IMPL_dp_cells=91
export IMPL_grt_usage_pct=2.56
export IMPL_stdcell_area_sq_um=508
export IMPL_cts_buffers_inserted=3
export IMPL_worstPathCellList="clkdlybuf4s50_1"
export IMPL_grt_use_met2_pct=2.01
export IMPL_clock_skew_ns=0.00486
export IMPL_reg2reg_to="data[6]"
export IMPL_largest_reg_flops=8
export IMPL_crit_path_start_kind="flop"
export IMPL_crit_required_ns=1.52
export IMPL_ys_cells=37
export IMPL_clock_latency_ns=0.25
export IMPL_common_cells="dfxtp_1, nor2_1"
export IMPL_topCombFamilyByArea="simple AND/OR/NAND/NOR gates"
export IMPL_maxSlewHeadroom_pct=79.6
export IMPL_edf_count=0
export IMPL_syn_inst=37
export IMPL_tightest_slew_ns=0.305
export IMPL_clk_path_buf_depth=2
export IMPL_top_register="data"
export IMPL_drt_wirelength_per_cell_um=8.52
export IMPL_aoi_share_pct=8.86
export IMPL_wl_um=801
export IMPL_port_buffer_count=10
export IMPL_critPathSlowestCell="clkdlybuf4s50_1"
export IMPL_adder_share_pct=3.69
export IMPL_worst_r2r_cell_count=4
export IMPL_clkTransAtPathRegs_ns=0.06
export IMPL_endpoint="data[3]"
export IMPL_synthTopCellsByArea="dfxtp_1, xor2_1, nor2_1"
export IMPL_yosysTopAreaCellShare_pct=47.2
export IMPL_dieArea_sq_mm=0.00640
export IMPL_fp_util_pct=9.93
export IMPL_slew_violations=0
export IMPL_drtIter0Drc=22
export IMPL_status="finished clean"
export IMPL_synth_warnings=1
export IMPL_reg_top3="data: 8 flops"
export IMPL_area_delta_synth_final_pct=49.8
export IMPL_ys_sh_mux_pct=2.95
export IMPL_synthXorXnorAreaFrac_pct=10.3
export IMPL_yosysSeqAreaShare_pct=47.2
export IMPL_drc_errors=0
export IMPL_grt_busiest_layer="met1"
export IMPL_drive_above_1_share_pct=8.33
export IMPL_avgViaCountPerCell=3.07
export IMPL_ff_type="dfxtp_1"
export IMPL_p_leak_nw=0.174
export IMPL_avgSynthCellArea_sq_um=9.16
export IMPL_rsz0062_at_grt="false"
export IMPL_maxCapViolCount=0
export IMPL_hold_class="reg2reg"
export IMPL_setup_viol=0
export IMPL_cts_tree="yes"
export IMPL_path_depth=1
export IMPL_cp_startpoint="data[3]"
export IMPL_post_route_min_period_ns=1.61
export IMPL_path_buffers=1
export IMPL_critPathKind="reg2out"
export IMPL_detailroute_via_count=289
export IMPL_grtUsageMet1_pct=4.11
export IMPL_holdBufCountCts=0
export IMPL_cp_arrival_ns=1.23
export IMPL_fp_dieH_um=80
export IMPL_end_kind="output port"
export IMPL_reg2reg_slack_ns=0.58
export IMPL_overflow=0
export IMPL_core_area_sq_mm=0.00342
export IMPL_cts_root_buf="clkbuf_4"
export IMPL_holdWs_ns=0.485
export IMPL_fin_setup_tns_ns=0
export IMPL_first_global_vias=261
export IMPL_hpwl_um=604
export IMPL_use_met3_pct=2.61
export IMPL_cp_top_family="buffers and inverters"
export IMPL_simple_gate_share_pct=23.6
export IMPL_antenna_found_initial=0
export IMPL_power_density_mw_per_mm2=661
export IMPL_grt_pass1_wl_mm=1.30
export IMPL_antenna_left=0
export IMPL_synth_async_reset_ratio_pct=0
export IMPL_ys_area_sq_um=339
export IMPL_slowest_delay_ns=0.52
export IMPL_ios=11
export IMPL_timing_rr_start="data[0]"
export IMPL_hold_viol_final=0
export IMPL_ys_flops=8
export IMPL_rows=21
export IMPL_warnings=25
export IMPL_post_cts_buffers=0
export IMPL_dieWidth_um=80
export IMPL_finalPower_mw=0.336
export IMPL_ctsResizeCount=0
export IMPL_vdd_ir_drop_max_uv=313
export IMPL_place_area_sq_um=485
export IMPL_fin_cells=94
export IMPL_yosysUniqueCellTypes=15
export IMPL_syn_area_sq_um=339
export IMPL_timing_fmax_ghz=0.621
export IMPL_critPathMaxFanout=6
export IMPL_finalWeightedCongestion=0.798
export IMPL_diodes=0
export IMPL_htreeDepth=1
export IMPL_drtPass1Iterations=4
export IMPL_cts_sinks=8
export IMPL_finalCritPeriodShare_pct=84.7
export IMPL_netlist_top_cell_by_area="dfxtp_1"
-- cell families after synthesis --
| group | after synthesis |
|---|---|
| compound gates | 6 |
| xor+xnor | 4 |
| fa+ha+maj | 1 |
| buf+inv | 2 |
| flops | 8 |
| mux | 1 |
| simple gates | 15 |
-- through the flow --
| step | util (%) | worst slack [ns] |
|---|---|---|
| 2_1_floorplan | - | 0.746 |
| 3_3_place_gp | 14.2 | 0.141 |
| 3_5_place_dp | 14.2 | 0.117 |
| 4_1_cts | 14.9 | 0.294 |
| 5_1_grt | 14.9 | 0.211 |
| 6_report | 14.9 | 0.291 |
-- placed cells by master (no fill, tap or decap), drive strengths merged --
cell,instances
nand2,2
clkdlybuf4s50,10
nand3,2
or3,3
nand4,3
o21ai,3
ha,1
mux2i,1
nor2,5
xor2,3
xnor2,1
dfxtp,8
clkbuf,3
a21oi,3
-- layout make-up --
type,count,area [sq um]
Sequential cell,8,160
Clock buffer,3,22.5
Tap cell,46,57.6
Multi-Input combinational cell,27,168
Timing Repair Buffer,10,100
Fill cell,395,2910
-- how the worst min path moves through the flow --
stage,startpoint,end,slack [ns],cells after the start
after CTS,data[7],data[7],0.49,2
after global routing,data[7],data[7],0.51,2
final,data[7],data[7],0.48,2
-- metal layers --
metal,part of all wire [%],vias up
li1,-,153
met1,58,123
met2,23,13
met3,18,0
met4,0,0
met5,0,-
-- power breakdown --
| part | leakage, nW | switching, mW | internal, mW |
|---|---|---|---|
| clock network | 0.0138 | 0.0578 | 0.0723 |
| logic | 0.0951 | 0.00971 | 0.0170 |
| registers | 0.0648 | 0.00631 | 0.173 |
| total | 0.174 | 0.0738 | 0.262 |
Power and IR drop assume default switching activity.
