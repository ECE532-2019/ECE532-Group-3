File: design/flow/config.mk
export PLATFORM = sky130hd
export DESIGN_NAME = centroid_top_level
export DESIGN_NICKNAME = centroid_top_level
export VERILOG_FILES = /design/flow/design.v
export SDC_FILE = /design/flow/constraint.sdc
export NUM_CORES = 4
export LEC_CHECK = 1
export CORE_UTILIZATION = 40
File: design/flow/constraint.sdc
current_design centroid_top_level

set clk_period 11.1
set clk_io_pct 0.2

create_clock -name clk0 -period $clk_period [get_ports {clk}]

set non_clock_inputs [all_inputs -no_clocks]
set_input_delay [expr $clk_period * $clk_io_pct] -clock clk0 $non_clock_inputs
set_output_delay [expr $clk_period * $clk_io_pct] -clock clk0 [all_outputs]
File: design/flow/run.sh
#!/bin/bash
# OpenROAD 26Q1-2900-gdf79404cd8, Yosys 0.63+post, stock flow scripts
make -C /OpenROAD-flow-scripts/flow DESIGN_CONFIG=/design/flow/config.mk WORK_HOME=/design/flow/orfs finish
File: design/flow/design.v
`timescale 1ns / 1ns
module centroid_top_level
#(
    parameter SOURCE_WIDTH = 640,
    parameter SOURCE_HEIGHT = 480,
    parameter SOURCE_DATA_WIDTH = 1,
    parameter SOURCE_ADDR_WIDTH = 19
)
(
    input clk,
    input resetn,
    input go,
    input [SOURCE_DATA_WIDTH-1:0] source_data,
    output [SOURCE_ADDR_WIDTH-1:0] source_addr,
    output reg [SOURCE_ADDR_WIDTH-1:0] x,
    output reg [SOURCE_ADDR_WIDTH-1:0] y
);
    reg reducer_1_go;
    reg reducer_2_go;
    reg reducer_3_go;
    reg done;
    localparam REDUCER_1_OUTPUT_ADDR_WIDTH = SOURCE_ADDR_WIDTH - 2;
    localparam REDUCER_1_OUTPUT_DATA_WIDTH = SOURCE_DATA_WIDTH;
    wire reducer_1_result_write_enable;
    wire [REDUCER_1_OUTPUT_DATA_WIDTH-1:0] reducer_1_result_data;
    wire [REDUCER_1_OUTPUT_ADDR_WIDTH-1:0] reducer_1_result_addr;
    wire reducer_1_done;
    wire [REDUCER_1_OUTPUT_DATA_WIDTH-1:0] reducer_1_source_data;
    wire [REDUCER_1_OUTPUT_ADDR_WIDTH-1:0] reducer_1_source_addr;
    ram #(.C_ADDR_WIDTH(REDUCER_1_OUTPUT_ADDR_WIDTH),
          .C_DATA_WIDTH(REDUCER_1_OUTPUT_DATA_WIDTH))
                     reducer_1_result(
                         .clk(clk),
                         .wen(reducer_1_result_write_enable),
                         .wdata(reducer_1_result_data),
                         .waddr(reducer_1_result_addr),
                         .rdata(reducer_1_source_data),
                         .raddr(reducer_1_source_addr)
                     );
    reduction #(.SOURCE_WIDTH(SOURCE_WIDTH), 
                .SOURCE_HEIGHT(SOURCE_HEIGHT),
                .SOURCE_DATA_WIDTH(SOURCE_DATA_WIDTH),
                .SOURCE_ADDR_WIDTH(SOURCE_ADDR_WIDTH),
                .DEST_ADDR_WIDTH(REDUCER_1_OUTPUT_ADDR_WIDTH),
                .DEST_DATA_WIDTH(REDUCER_1_OUTPUT_DATA_WIDTH))
                reducer_1(
                    .clk(clk),
                    .resetn(resetn),
                    .go(reducer_1_go),
                    .source_data(source_data),
                    .source_addr(source_addr),
                    .dest_addr(reducer_1_result_addr),
                    .dest_data(reducer_1_result_data),
                    .dest_write_enable(reducer_1_result_write_enable),
                    .done(reducer_1_done));
    localparam REDUCER_2_OUTPUT_ADDR_WIDTH = REDUCER_1_OUTPUT_ADDR_WIDTH - 2;
    localparam REDUCER_2_OUTPUT_DATA_WIDTH = REDUCER_1_OUTPUT_DATA_WIDTH;
    wire reducer_2_result_write_enable;
    wire [REDUCER_2_OUTPUT_DATA_WIDTH-1:0] reducer_2_result_data;
    wire [REDUCER_2_OUTPUT_ADDR_WIDTH-1:0] reducer_2_result_addr;
    wire reducer_2_done;
    ram #(.C_ADDR_WIDTH(REDUCER_2_OUTPUT_ADDR_WIDTH),
          .C_DATA_WIDTH(REDUCER_2_OUTPUT_DATA_WIDTH))
                     reducer_2_result(
                         .clk(clk),
                         .wen(reducer_2_result_write_enable),
                         .wdata(reducer_2_result_data),
                         .waddr(reducer_2_result_addr),
                         .rdata(reducer_2_source_data),
                         .raddr(reducer_2_source_addr)
                     );
    reduction #(.SOURCE_WIDTH(SOURCE_WIDTH/2), 
                .SOURCE_HEIGHT(SOURCE_HEIGHT/2),
                .SOURCE_DATA_WIDTH(REDUCER_1_OUTPUT_DATA_WIDTH),
                .SOURCE_ADDR_WIDTH(REDUCER_1_OUTPUT_ADDR_WIDTH),
                .DEST_ADDR_WIDTH(REDUCER_2_OUTPUT_ADDR_WIDTH),
                .DEST_DATA_WIDTH(REDUCER_2_OUTPUT_DATA_WIDTH))
                reducer_2(
                    .clk(clk),
                    .resetn(resetn),
                    .go(reducer_2_go),
                    .source_data(reducer_1_source_data),
                    .source_addr(reducer_1_source_addr),
                    .dest_addr(reducer_2_result_addr),
                    .dest_data(reducer_2_result_data),
                    .dest_write_enable(reducer_2_result_write_enable),
                    .done(reducer_2_done));
    localparam REDUCER_3_OUTPUT_ADDR_WIDTH = REDUCER_2_OUTPUT_ADDR_WIDTH - 2;
    localparam REDUCER_3_OUTPUT_DATA_WIDTH = REDUCER_2_OUTPUT_DATA_WIDTH;
    wire reducer_3_result_write_enable;
    wire [REDUCER_3_OUTPUT_DATA_WIDTH-1:0] reducer_3_result_data;
    wire [REDUCER_3_OUTPUT_ADDR_WIDTH-1:0] reducer_3_result_addr;
    wire reducer_3_done;
    ram #(.C_ADDR_WIDTH(REDUCER_3_OUTPUT_ADDR_WIDTH),
          .C_DATA_WIDTH(REDUCER_3_OUTPUT_DATA_WIDTH))
                     reducer_3_result(
                         .clk(clk),
                         .wen(reducer_3_result_write_enable),
                         .wdata(reducer_3_result_data),
                         .waddr(reducer_3_result_addr),
                         .rdata(reducer_3_source_data),
                         .raddr(reducer_3_source_addr)
                     );
    reduction #(.SOURCE_WIDTH(SOURCE_WIDTH/4), 
                .SOURCE_HEIGHT(SOURCE_HEIGHT/4),
                .SOURCE_DATA_WIDTH(REDUCER_2_OUTPUT_DATA_WIDTH),
                .SOURCE_ADDR_WIDTH(REDUCER_2_OUTPUT_ADDR_WIDTH),
                .DEST_ADDR_WIDTH(REDUCER_3_OUTPUT_ADDR_WIDTH),
                .DEST_DATA_WIDTH(REDUCER_3_OUTPUT_DATA_WIDTH))
                reducer_3(
                    .clk(clk),
                    .resetn(resetn),
                    .go(reducer_3_go),
                    .source_data(reducer_2_source_data),
                    .source_addr(reducer_2_source_addr),
                    .dest_addr(reducer_3_result_addr),
                    .dest_data(reducer_3_result_data),
                    .dest_write_enable(reducer_3_result_write_enable),
                    .done(reducer_3_done));
    localparam  RESET = 0,
                REDUCE_1 = 1,
                REDUCE_2 = 2,
                REDUCE_3 = 3,
                CENTROID = 4,
                DONE = 5;
    reg [4:0] curState, nextState;
    always@(posedge clk) begin
        if(resetn == 1'b0)
            curState <= RESET;
        else
            curState <= nextState;
    end
    always@(*)begin
        case(curState) 
            RESET: begin
                if(go)
                    nextState <= REDUCE_1;
                else
                    nextState <= RESET;
            end
            REDUCE_1: begin
                if(reducer_1_done)
                    nextState <= REDUCE_2;
                else
                    nextState <= REDUCE_1;
            end
            REDUCE_2: begin
                if(reducer_2_done)
                    nextState <= REDUCE_3;
                else
                    nextState <= REDUCE_2;
            end
            REDUCE_3: begin
                if(reducer_3_done)
                    nextState <= DONE;
                else
                    nextState <= REDUCE_3;
            end
        endcase
    end
    always@(posedge clk) begin
        case (curState)
            RESET: begin
                reducer_1_go <= 0;
                reducer_2_go <= 0;
                reducer_3_go <= 0;
                done <= 0;
            end
            REDUCE_1: begin
                reducer_1_go <= 1;
                reducer_2_go <= 0;
                reducer_3_go <= 0;
                done <= 0;
            end
            REDUCE_2: begin
                reducer_1_go <= 0;
                reducer_2_go <= 1;
                reducer_3_go <= 0;
                done <= 0;
            end
            REDUCE_3: begin
                reducer_1_go <= 0;
                reducer_2_go <= 0;
                reducer_3_go <= 1;
                done <= 0;
            end
            DONE: begin
                reducer_1_go <= 0;
                reducer_2_go <= 0;
                reducer_3_go <= 0;
                done <= 1;
            end
        endcase
    end
endmodule
`timescale 1ns / 1ps
module ram
#( 
    parameter C_ADDR_WIDTH = 10,
    parameter C_DATA_WIDTH = 32
)
(
    input clk,
    input wen,
    input [C_DATA_WIDTH-1: 0] wdata,
    input [C_ADDR_WIDTH-1: 0] waddr,
    output [C_DATA_WIDTH-1: 0] rdata,
    input  [C_ADDR_WIDTH-1: 0] raddr
    );
    (* ram_style = "block" *) reg [C_DATA_WIDTH-1:0] RAM[(2**C_ADDR_WIDTH)-1:0];
    reg [C_DATA_WIDTH-1:0] regr;
    assign rdata = regr;
    always @(posedge clk) begin
        if (wen) begin
            RAM[waddr] <= wdata;
        end
        else begin
            RAM[waddr] <= RAM[waddr];
        end
    end
    always @(posedge clk) begin
        regr <= RAM[raddr];
    end
endmodule
`timescale 1ns/1ns
module reduction
#( 
    parameter SOURCE_WIDTH = 640,
    parameter SOURCE_HEIGHT = 480,
    parameter SOURCE_DATA_WIDTH = 1,
    parameter SOURCE_ADDR_WIDTH = 19,
    parameter DEST_ADDR_WIDTH = 17,
    parameter DEST_DATA_WIDTH = 1
)
(
    input clk,
    input resetn,
    input go,
    input [SOURCE_DATA_WIDTH-1:0] source_data,
    output reg [SOURCE_ADDR_WIDTH-1:0] source_addr,
    output reg [DEST_ADDR_WIDTH-1:0] dest_addr,
    output reg [DEST_DATA_WIDTH-1:0] dest_data,
    output reg dest_write_enable,
    output reg done
);
    localparam RESET = 0,
               ISSUE_READ_TL = 1,
               ISSUE_READ_TR = 2,
               ISSUE_READ_BL_AND_TL_READY = 3,
               ISSUE_READ_BR_AND_TR_READY = 4,
               BL_READY = 5,
               BR_READY = 6,
               WRITE_RESULT = 7,
               DONE = 8;
     reg [4:0] curState, nextState;
     always@(posedge clk) begin
         if(resetn == 1'b0)
             curState <= RESET;
         else
             curState <= nextState;
     end
     always@(*) begin
         case (curState)
             RESET: begin
                if(go)
                    nextState <= ISSUE_READ_TL;
                else if(!go)
                    nextState <= RESET;
             end
             ISSUE_READ_TL: begin
                 nextState <= ISSUE_READ_TR;
             end
             ISSUE_READ_TR: begin
                 nextState <= ISSUE_READ_BL_AND_TL_READY;
             end
             ISSUE_READ_BL_AND_TL_READY: begin
                 nextState <= ISSUE_READ_BR_AND_TR_READY;
             end
             ISSUE_READ_BR_AND_TR_READY: begin
                 nextState <= BL_READY;
             end
             BL_READY: begin
                 nextState <= BR_READY;
             end
             BR_READY: begin
                 nextState <= WRITE_RESULT;
             end
             WRITE_RESULT: begin
                 if(dest_addr == (SOURCE_WIDTH * SOURCE_HEIGHT)/4)
                     nextState <= DONE;
                 else
                     nextState <= ISSUE_READ_TL;
             end
             DONE: begin
                 nextState <= DONE;
             end
         endcase
     end
     reg [SOURCE_ADDR_WIDTH-1:0] source_index;
     reg last;
     always@(posedge clk) begin
        case (curState)
            RESET: begin
                source_index <= 0;
                source_addr <= 0;
                dest_addr <= 0;
                dest_data <= 0;
                dest_write_enable <= 0;
                done <= 0;
                last <= 0;
            end
            ISSUE_READ_TL: begin
                source_addr <= source_index;
            end
            ISSUE_READ_TR: begin
                source_addr <= source_index + 1;
            end
            ISSUE_READ_BL_AND_TL_READY: begin
                source_addr <= (source_index + SOURCE_WIDTH);
                dest_data <= source_data[0];
            end
            ISSUE_READ_BR_AND_TR_READY: begin
                source_addr <= (source_index + SOURCE_WIDTH + 1);
                dest_data <= (dest_data & source_data[0]);
            end
            BL_READY: begin
                source_addr <= 0;
                dest_data <=  (dest_data & source_data[0]);
            end
            BR_READY: begin
                source_addr <= 0;
                dest_data <= (dest_data & source_data[0]);
            end
            WRITE_RESULT: begin
                if( (source_index != 0) && !last && (source_index % SOURCE_WIDTH == 0)) begin
                    source_index <= source_index + SOURCE_WIDTH;
                    last <= 1;
                end
                else begin
                    source_index <= source_index + 2;
                    last <= 0;
                end
                dest_addr <= dest_addr + 1;
                dest_write_enable <= 1;
            end
            DONE: begin
                done <= 1'b1;
            end
            default: begin
                done <= 1'b0;
                dest_data <= 1'b0;
            end
        endcase
    end
endmodule
==> impl_metrics.py <==
# Generated from Yosys and OpenROAD reports
metrics = {
    "synth": {
        "synth_top_area_share_pct": 25.4,
        "yosysMostFrequentCell": "nor2_1",
        "ys_chip_area_um2": 10500,
        "ys_warn_count": 52,
        "async_flop_share_pct": 0,
        "synth_top_cell_by_area": "edfxtp_1",
        "ys_types": 115,
        "ys.flops": 119,
        "ys_top_cells_by_count": "nor2_1, nand2_1, edfxtp_1",
        "syn_area_um2": 10500,
        "postSynthAreaPerCell_um2": 8.38,
        "edf_count": 89,
        "syn_inst": 1254,
        "yosysCellCount": 1254,
        "area_leaders": "edfxtp_1, nor2_1, xnor2_1",
        "ff_type": "edfxtp_1",
    },
    "worst_setup_path": {
        "start_kind": "register",
        "r2r_slack_ns": 0.53,
        "cp_slowest_cell": "or4_1",
        "crit_path_end_kind": "register",
        "r2r_cells": 29,
        "crit_arrival_ns": 10.68,
        "cp_max_fo": 11,
        "cp.required_ns": 11.20,
        "cpPeakStageDelay_ns": 0.73,
        "worstReg2RegStart": "reducer_1.source_index[11]$_SDFFCE_PN0P_",
        "worstSetupPathType": "register to register",
        "rr_endpoint": "reducer_1.source_index[2]$_SDFFCE_PN0P_",
    },
    "worst_hold_path": {
        "hold_depth": 2,
        "min_from": "reducer_2.dest_addr[11]$_SDFFCE_PN0P_",
        "min_path_type": "register to register",
        "holdPathEnd": "reducer_2.dest_addr[11]$_SDFFCE_PN0P_",
    },
    "routing": {
        "drtAntennaViolNets": 0,
        "insertedDiodeCount": 0,
        "drt-initial-drc-count": 772,
        "avgRoutedWirePerCell_um": 16.3,
        "firstDrtPassIters": 7,
        "wl_mm": 26.2,
        "vias_per_cell": 5.82,
        "vias": 9366,
        "drc_errors": 0,
    },
    "global_route": {
        "antenna_found_initial": 0,
        "grt_util_met3_pct": 2.16,
        "met2_usage_pct": 29.8,
        "gr-usage-all-layers_pct": 20.2,
        "grt.overflow.total": 0,
        "top_usage_layer": "met1",
        "use_met1_pct": 33.8,
        "first_global_vias": 8336,
        "grt_pass1_wl_mm": 42.7,
        "grt_start_max_net_pins": 40,
    },
    "sta": {
        "max-slew-margin-rel_pct": 53.6,
        "skew_ns": 0.0101,
        "fin_crit_ns": 10.57,
        "setup_ws_ns": 0.528,
        "hold_viol": 0,
        "worstMarginPinSlew_ns": 0.686,
        "report.final.slew_viol_count": 0,
        "rsz0062_at_grt": "false",
        "period_used_pct": 95.2,
        "unconstrained_endpoints": 15,
        "unclocked_pins": 15,
        "max_clock_freq_mhz": 94.6,
        "tns_ns": 0,
        "setup_viol": 0,
    },
    "finish": {
        "final_layout_size_suffix_gt1_share_pct": 11.8,
        "stdcell_count": 1609,
        "fillerInstances": 2522,
        "areaGrowthSynthToFinish_pct": 9.06,
    },
    "power": {
        "peakVddDrop_v": 0.0000774,
        "p_per_area_nw_per_um2": 102,
        "p_leak_nw": 4.01,
        "total_power_mw": 1.17,
    },
    "die": {
        "core-area_um2": 25500,
        "dieArea_um2": 26900,
        "initial_utilization_pct": 41.3,
        "fp.dieW_um": 164,
        "ios": 61,
        "rows": 58,
        "die.size.y_um": 164,
    },
    "flow_run": {
        "warnings": 33,
        "drv_cap": 0,
    },
    "clock_network": {
        "htree_num_levels": 3,
        "ctsHoldBuffers": 0,
        "root_buffer": "clkbuf_16",
        "clock_latency_ns": 0.35,
        "cts_tree": "done",
        "clockBufferDepth": 2,
        "path_clk_slew_ns": 0.08,
        "cts_inserted_buffers": 9,
    },
    "placed_design": {
        "gp_congestion": 0.929,
        "io_buffer_count": 21,
        "placed_cells": 1588,
        "dp_hpwl_mm": 19.5,
        "place_worst_setup_slack_ns": 0.198,
    },
    "run_status": {
        "outcome": "finished, final reports clean",
    },
}
==> power breakdown <==
group	switching, mW	internal, mW
clock network	0.152	0.157
registers	0.00431	0.423
logic	0.268	0.164
total	0.424	0.744
==> metrics by stage <==
stage          hold slack (ns)  cell area (um2)  utilization, %
4_1_cts                  0.615            11300            44.6
2_1_floorplan            0.570            10700               -
6_report                 0.608            11500            45.0
3_5_place_dp             0.594            11100            43.4
5_1_grt                  0.644            11500            45.0
3_3_place_gp             0.586            11100            43.4
==> critical path: cells and delay by family (launching register included) <==
family | cells | cell delay [ns]
AND-OR/OR-AND | 13 | 4.04
AND/OR/NAND/NOR | 14 | 5.49
multiplexers | 2 | 0.34
flip-flops | 1 | 0.42
==> metal layers <==
metal / vias up / routed length [um]
met3: 26 / 1300
li1: 4699 / -
met4: 0 / 278
met5: - / 0
met1: 4388 / 13400
met2: 253 / 11100
==> how the worst max path moves through the flow <==
stage,from,to
CTS,reducer_1.source_index[1]$_SDFFCE_PN0P_,reducer_1.source_index[2]$_SDFFCE_PN0P_
global route,reducer_1.source_index[11]$_SDFFCE_PN0P_,reducer_1.source_index[14]$_SDFFCE_PN0P_
finish,reducer_1.source_index[11]$_SDFFCE_PN0P_,reducer_1.source_index[2]$_SDFFCE_PN0P_
==> timing repair <==
action                     CTS  global route
setup endpoints to repair    0            16
buffers inserted             0             5
resized                      0            12
==> layout make-up <==
class                      instances  area, um2  area share [%]
inverter                          24       90.1           0.786
timing repair buffer              76        636            5.54
clock inverter                     7       62.6           0.546
tap                              330        413            3.60
multi-input combinational       1044       6840            59.7
sequential                       119       3200            27.9
clock buffer                       9        225            1.96
==> sequential cells by signal, indices dropped and copies added (netlist names) <==
signal	flops
reducer_3.nextState	4
reducer_3.curState	4
reducer_2.done	1
reducer_1_go	1
reducer_2.curState	4
reducer_1.nextState	4
reducer_3_go	1
reducer_3.done	1
reducer_3.dest_addr	13
reducer_1.done	1
reducer_2.nextState	4
curState	3
reducer_1.source_addr	19
reducer_2.dest_addr	15
reducer_1.dest_addr	17
reducer_1.curState	4
nextState	3
reducer_1.source_index	18
reducer_2_go	1
reducer_1.last	1
==> placed cells by master, fill, tap and decap left out, types with 25 or more instances in the layout <==
master    synthesis  layout
a21oi_1          74      73
buf_4            50      54
nor2_1          130     129
nor3_1           36      36
or3_1            30      30
conb_1            1      38
nand3_1          65      65
xor2_1           41      41
edfxtp_1         89      89
and2_1           38      38
nand2_1          98      98
xnor2_1          45      43
o21ai_0          45      44
and3_1           25      25
==> cells by family (layout without fill, tap and decap cells) <==
| family | count (synthesis) | after routing | synth area share (%) |
|---|---|---|---|
| flip-flops | 104 | 104 | 28.3 |
| other | 1 | 38 | 0.0357 |
| AND-OR/OR-AND | 333 | 333 | 23.9 |
| latches | 15 | 15 | 2.14 |
| adder cells (fa/ha/maj) | 12 | 12 | 1.43 |
| multiplexers | 27 | 27 | 2.67 |
| buffers and inverters | 128 | 116 | 6.67 |
| AND/OR/NAND/NOR | 546 | 546 | 27.4 |
| XOR/XNOR | 88 | 88 | 7.48 |
No activity file was given, so power comes from the tool's default toggle rates.
