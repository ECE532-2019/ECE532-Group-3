--- flow/design.v ---
module PixelConverter(
	R, 
	G, 
	B, 
	binaryFilteredPix
);
	localparam channelWidth = 4;
	input [channelWidth-1:0] R, G, B;	
	output binaryFilteredPix;
	wire signed [2*channelWidth:0] u = R - G; 
	wire signed [2*channelWidth:0] v = B - G;
	wire u_in_range = (u < 6) & (u > 3);
	wire v_in_range = (v < 1) & (v > -2);
	assign binaryFilteredPix = u_in_range & v_in_range;
endmodule 
--- flow/run.sh ---
#!/bin/bash
# OpenROAD 26Q1-2900-gdf79404cd8, Yosys 0.63+post, stock flow scripts
make -C /OpenROAD-flow-scripts/flow DESIGN_CONFIG=/design/flow/config.mk WORK_HOME=/design/flow/orfs finish
--- flow/config.mk ---
export PLATFORM = sky130hd
export DESIGN_NAME = PixelConverter
export DESIGN_NICKNAME = PixelConverter
export VERILOG_FILES = /design/flow/design.v
export SDC_FILE = /design/flow/constraint.sdc
export NUM_CORES = 4
export LEC_CHECK = 1
export CORE_AREA = 10 10 70 70
export DIE_AREA = 0 0 80 80
--- flow/constraint.sdc ---
current_design PixelConverter

set clk_period 3.6
set clk_io_pct 0.2

create_clock -name clk0 -period $clk_period

set non_clock_inputs [all_inputs -no_clocks]
set_input_delay [expr $clk_period * $clk_io_pct] -clock clk0 $non_clock_inputs
set_output_delay [expr $clk_period * $clk_io_pct] -clock clk0 [all_outputs]
==> results_slide.txt <==
Synthesis and Place & Route Summary

Min path
  • Worst Hold End: binaryFilteredPix
  • Min-Delay Path Class: input pin to output port
  • Hold path cells: 5
  • Hold Crit Start: R[2]

GRT
  • Initial antenna violation count: 0
  • Largest net degree at the start of global routing: 5
  • Vias in the first global route: 321
  • First-pass GRT wire length: 1345 um
  • GR Overflow Total: 0
  • Aggregate global-route resource usage: 2.499%

Floorplanning
  • DIE WIDTH: about 80 um
  • Total core area: roughly 3400 um2
  • # rows: 21
  • Chip area: 6400 um2
  • Fp util: 8.828%
  • # IOs: 13
  • DIE HEIGHT: 80 um

Worst setup path
  • Setup crit end kind: output port
  • Critical-path maximum fanout: 2
  • Crit path kind: input pin to output port
  • CP required: about 2.9 ns
  • Worst Path Arrival: between 2 and 3 ns
  • CP Launch Type: input pin

STA
  • Fin Setup TNS: 0 ns
  • Final setup violation count: 0
  • Max Clk Rate: just under 0.3 GHz
  • Fin worst setup slack: 0.2103 ns
  • Slew @ Worst Pin: 0.2572 ns
  • Final period utilization: 94.16%
  • Fin. max-slew vios: 0
  • RSZ-0062 raised after global routing: false
  • Hold_ws: 2.246 ns
  • Slew headroom: 82.82%
  • Minimum clock period: 3.390 ns
  • Final Hold Fails: 0

Place
  • Dpl ws: -0.3201 ns
  • DP HPWL: 745.4 um
  • Placed cell count: 101
  • Port-buffer cells: 13
  • Final GP Congestion: 0.7529
  • Post-Place Cell Area: 519.2 um2

Finish
  • Design area: 523.0 um2
  • Layout cells sized above 1: 16.36%
  • Logic area: 276.5 um2
  • FILL cells: approximately 400
  • FF/Latch Area: 0 um2
  • Post-Layout Cell Count: 101
  • Layout clock buffer count: 0
  • Final core occ: 15.31%
  • Flip-flops: 0
  • Area grow syn2layout: 73.44%

Clock network
  • CTS Hold Buffers Added: 0
  • Postcts setup bufs: 0

Power
  • VDD IR max: 0.00001797 V
  • Leakage: 0.2264 nW
  • Overall power: 55.69 uW
  • PwrDens: 106.5 nW/um2

Synthesis
  • Ys cells: 38
  • Post-synth area from yosys stat: 301.5 um2
  • Top cells by area: ha_1 (33%), fa_1 (13%), inv_1 (11%)
  • Post-Synthesis Cell Area: 301.5 um2
  • Top-area cell share: 33.20%
  • Count of unique library cells instantiated by Yosys: 18
  • Synth Warn #: 0
  • Commonest cells post-synth: inv_1 (9), ha_1 (8), a21oi_1 (3)
  • Register share after synthesis: 0%
  • Cell type with the largest total area: ha_1
  • Avg Cell Area, Syn: ~7.9 um2
  • Synth Instances: 38
  • Top-count cell post-synth: inv_1

Detailed routing
  • WL final: 763 um
  • Wire per inst: 7.554 um
  • DRC viols: 0
  • Initial DRC Count: 0
  • Vias post-DR: just under 300
  • Iteration count of the initial detailed-routing pass: 1
  • Routed vias/inst: between 2 and 3
  • Detail Route Antenna Nets: 0
  • Antenna diode count: 0

Job
  • OpenROAD warning count: 33
  • Total of max-cap violations: 0

Outcome
  • Outcome: finished, final reports clean
-- power breakdown --
part / switching [mW] / total (mW) / leakage, nW / internal (mW)
logic: 0.0235 / 0.0557 / 0.226 / 0.0322
registers: 0 / 0 / 0 / 0
clock network: 0 / 0 / 0 / 0
-- cell families (layout without fill, tap and decap cells) --
| group | Yosys count | count (layout) | share of synthesized area [%] |
|---|---|---|---|
| mux | 1 | 1 | 3.320 |
| simple gates | 8 | 8 | 14.94 |
| buf+inv | 9 | 26 | 11.20 |
| compound gates | 7 | 7 | 15.35 |
| fa+ha+maj | 10 | 10 | 46.47 |
| xor+xnor | 3 | 3 | 8.715 |
-- layer usage --
layer	vias to the layer above	track usage [%]	routed length [um]
met1	122	2.654	309
met3	0	0.1136	17
met4	0	0	0
met5	-	0	0
li1	163	-	-
met2	4	5.377	436
-- area by class of cell --
| type | count | share of cell area (%) |
|---|---|---|
| inverter | 9 | 6.459 |
| tap | 46 | 11.00 |
| multi-input combinational | 29 | 52.87 |
| timing repair buffer | 17 | 29.67 |
-- layout by cell type, fill, tap and decap left out, types with 2 or more instances in the layout --
cell,n
a21oi_1,2
buf_4,4
clkdlybuf4s50_1,12
ha_1,7
inv_1,9
nand2_1,2
xor2_1,2
-- worst max path at each step --
| stage | slack [ns] | to | start | cells past startpoint |
|---|---|---|---|---|
| 4_1_cts | 0.02 | binaryFilteredPix | B[0] | 10 |
| 5_1_grt | 0.03 | binaryFilteredPix | G[0] | 9 |
| 6_report | 0.21 | binaryFilteredPix | B[0] | 10 |
-- repair_timing --
action,CTS,global route
gates resized,2,4
pin swaps,0,2
endpoints found under the setup margin,1,1
cloned,0,0
-- critical path, stage by stage --
cell and delay, ns:
clkdlybuf4s50_1 0.45, inv_1 0.04, ha_2 0.19, fa_2 0.34, xor2_1 0.16, nor3_1 0.17, and3_1 0.17, mux2i_1 0.08
a2111oi_2 0.21, clkbuf_2 0.14
Power is estimated from default activity; no workload was simulated.
